===== design/flow/config.mk =====
export PLATFORM = sky130hd
export DESIGN_NAME = register_file
export DESIGN_NICKNAME = register_file
export VERILOG_FILES = /design/flow/design.v
export SDC_FILE = /design/flow/constraint.sdc
export NUM_CORES = 4
export LEC_CHECK = 1
export CORE_UTILIZATION = 40

===== design/flow/constraint.sdc =====
current_design register_file

set clk_period 5.1
set clk_io_pct 0.2

create_clock -name clk0 -period $clk_period [get_ports {clk}]

set non_clock_inputs [all_inputs -no_clocks]
set_input_delay [expr $clk_period * $clk_io_pct] -clock clk0 $non_clock_inputs
set_output_delay [expr $clk_period * $clk_io_pct] -clock clk0 [all_outputs]

===== design/flow/design.v =====
module register_file #(parameter data_width=32,adr_width=5)(
input [adr_width-1:0] A1,  
input [adr_width-1:0] A2,  
input [adr_width-1:0] A3,  
input [data_width-1:0] WD3,
input clk,WE3,
output [data_width-1:0] RD1,
output [data_width-1:0] RD2 );
reg [data_width-1:0] reg_arr [0:data_width-1];  
integer i;
initial begin
for(i = 0; i< 32;i=i+1) reg_arr[i]=0; end
always @ (posedge clk)begin
if(WE3)begin reg_arr[A3]<=WD3; end  
end
assign RD1=(reg_arr[A1] != 0)? reg_arr[A1]:0;
assign RD2=(reg_arr[A2] != 0)? reg_arr[A2]:0;
endmodule 

===== design/flow/run.sh =====
#!/bin/bash
# OpenROAD 26Q1-2900-gdf79404cd8, Yosys 0.63+post, stock flow scripts
make -C /OpenROAD-flow-scripts/flow DESIGN_CONFIG=/design/flow/config.mk WORK_HOME=/design/flow/orfs finish

==> results_dict.tcl <==
# metrics dict for downstream scripts
set metrics [dict create \
    power_density_nw_per_um2 333.6 \
    most_frequent_cp_cell "sky130_fd_sc_hd__clkdlybuf4s50_1" \
    setup-tns-final_ns 0 \
    ys_async_sr_fraction_pct 0 \
    postRouteAntennaNets 0 \
    floorplan.die_area_sq_um 123400 \
    grt_pass1_vias 32090 \
    outcome "finished, final reports clean" \
    top_area_cell "sky130_fd_sc_hd__edfxtp_1" \
    tritoncts_clock_tree "done" \
    critical_path_buf_inv_count 3 \
    timing.critical_path.slowest_stage_cell "sky130_fd_sc_hd__clkdlybuf4s50_1" \
    area_growth_syn_to_layout_pct 15.57 \
    drtIter0Drc 2045 \
    average_instance_area_after_synthesis_sq_um 14.41 \
    cp-start-kind "primary input" \
    post_cts.resized_instances 0 \
    gp_routability_congestion 0.9004 \
    synth.top_cell.area_share_pct 63.03 \
    postSynth.topFlopCell "sky130_fd_sc_hd__edfxtp_1" \
    finalWirelength_microns 154100 \
    hp-class "in2reg" \
    route.detailed.vias_per_inst 5.935 \
    clkSlewWorstSetupHoldPaths_ns 0.06 \
    die_h_microns 351.2 \
    internal_power_w 0.01445 \
    cts_inserted_buffers 107 \
    pin_count 113 \
    worst_setup_path_end_kind "output pin" \
    power.share.clock_pct 40.4 \
    hold_path_cell_cnt 2 \
    post_cts_buffers 0 \
    sw_frac_of_total_pct 23.19 \
    seq_power_share_pct 50.0 \
    actual_transition_at_the_worst_max_transition_pin_ns 0.8875 \
    pre_cts_slack_ns 0.2957 \
    fmaxAchievable_mhz 208.9 \
    total_power_w 0.01881 \
    enable_flop_cells 1024 \
    route.detailed.drc 0 \
    worst-endpoint-required_ns 4.08 \
    yosys.cell_types.count 23 \
    critical_path_cell_count 7 \
    finalCritPeriodShare_pct 93.87 \
    tool_warnings 26 \
    synth_chip_area_sq_um 48790 \
    maximum_number_of_pins_on_one_net_before_global_route_repair 66 \
    cell_at_the_root_of_the_clock_tree "sky130_fd_sc_hd__clkbuf_16" \
    path_max_fanout 14 \
    synth.area.top_cells "sky130_fd_sc_hd__edfxtp_1 63%, sky130_fd_sc_hd__mux2i_1 21%, sky130_fd_sc_hd__a22oi_1 3.0%" \
    comb_power_share_pct 9.6 \
    min_period_ns 4.787 \
    maxSlewViolCount 0 \
    route.detailed.wl_per_inst_microns 29.27 \
    registers.top_by_ff_count "reg_arr" \
    reg.largest.list "reg_arr x1024" \
    setup_viol 0 \
    syn-cell-area_sq_um 48790 \
    critPathArrivalTime_ns 3.77 \
    timing.critical_path.max_delay_family "buffers and inverters" \
    timing_hold_violations_final 0 \
    ys_ff 1024 \
    track_usage_pct 26.85 \
    drtPass1Iterations 8 \
    drv.max_cap_violation_count 0 \
    clock_tree.htree_level_count 3 \
    n_fill_cell 10330 \
    count_of_port_buffers_added_during_placement 112 \
    die_boundary_width_microns 351.2 \
    power.net_switching_w 0.004362 \
    row_cnt 127 \
    postCtsHoldBufs 0 \
    grt_first_pass_wirelength_microns 219600 \
    unrepaired_setup_endpoints_after_global_routing "false" \
    critical_path_class "in2out" \
    antenna_found_initial 4 \
    num_vias 31250 \
    place_hpwl_microns 91610 \
    critical_path.cell_chain "clkdlybuf4s50_1 > or2_2 > buf_4 > nor3_1 > a31oi_1 > nand3_1 > clkdlybuf4s50_1" \
    cts_sinks 1024 \
    cts-root-to-sink-buffers 3 \
    initial_utilization_pct 40.51 \
    synthTopCellsByCount "1024 x sky130_fd_sc_hd__edfxtp_1, 1024 x sky130_fd_sc_hd__mux2i_1, 195 x sky130_fd_sc_hd__nand2_1" \
    timing.max_slew.rel_slack_pct 40.69 \
    post_synth_inst_count 3386 \
    gr-total-overflow 0 \
    yosys_cells 3386 \
    total_leakage_power_nw 20.73 \
    floorplan.core_area_sq_um 120400 \
    synthesis.yosys.warnings 1 \
    vdd_drop_max_mv 0.2488 \
    fin_ws_ns 0.3126 \
    synth_seq_share_pct 63.03 \
    largest_register_ff_count 1024 \
    critPathMaxStageDelay_ns 0.61 \
    drive_above_1_share_pct 11.25 \
]
## area by class of cell
| cell class | count | area, sq um | share of cell area [%] |
|---|---|---|---|
| flip-flops and latches | 1024 | 30750 | 54.54 |
| multi-input cells | 2109 | 16780 | 29.76 |
| repair buffers | 324 | 3448 | 6.116 |
| clock buffers | 135 | 2825 | 5.011 |
| well taps | 1612 | 2017 | 3.577 |
| clock inverters | 61 | 563.0 | 0.9986 |
| diodes | 1 | 2.502 | 0.004438 |
## cell usage in the layout, fill, tap and decap left out
cell / netlist / routed
sky130_fd_sc_hd__a31oi_1: 64 / 64
sky130_fd_sc_hd__inv_6: 0 / 1
sky130_fd_sc_hd__nand3_1: 194 / 194
sky130_fd_sc_hd__edfxtp_1: 1024 / 1024
sky130_fd_sc_hd__a22o_1: 128 / 128
sky130_fd_sc_hd__nand2_2: 0 / 2
sky130_fd_sc_hd__nand3b_1: 5 / 5
sky130_fd_sc_hd__diode_2: 0 / 1
sky130_fd_sc_hd__clkdlybuf4s50_1: 0 / 110
sky130_fd_sc_hd__clkinv_8: 0 / 4
sky130_fd_sc_hd__buf_8: 0 / 2
sky130_fd_sc_hd__nor3_1: 64 / 64
sky130_fd_sc_hd__bufinv_16: 0 / 9
sky130_fd_sc_hd__nand2_1: 195 / 193
sky130_fd_sc_hd__and2_4: 0 / 2
sky130_fd_sc_hd__or2_2: 2 / 2
sky130_fd_sc_hd__nor2_4: 0 / 34
sky130_fd_sc_hd__mux2i_1: 1024 / 1024
sky130_fd_sc_hd__buf_4: 47 / 154
sky130_fd_sc_hd__or3_1: 1 / 1
sky130_fd_sc_hd__nor2b_4: 0 / 4
sky130_fd_sc_hd__clkbuf_1: 86 / 26
sky130_fd_sc_hd__clkinvlp_4: 0 / 4
sky130_fd_sc_hd__clkinv_1: 0 / 24
sky130_fd_sc_hd__nand2b_2: 0 / 4
sky130_fd_sc_hd__clkbuf_16: 0 / 109
sky130_fd_sc_hd__clkinv_4: 0 / 1
sky130_fd_sc_hd__a22oi_1: 192 / 192
sky130_fd_sc_hd__nor2_1: 35 / 1
sky130_fd_sc_hd__clkinv_2: 0 / 18
sky130_fd_sc_hd__buf_12: 0 / 58
sky130_fd_sc_hd__or3b_2: 3 / 3
sky130_fd_sc_hd__a21oi_1: 192 / 192
## path summary, 6_finish.rpt
path | end | slack [ns] | from
worst max-delay path | RD2[9] | 0.31 | A2[4]
worst min-delay path | reg_arr[10][8]$_DFFE_PP_ | 1.16 | WD3[8]
## per-layer routing
metal	up-vias	GRT usage, %	wire (microns)
met2	1625	40.97	72820
met1	15510	34.47	56020
li1	13770	-	-
met3	339	14.30	19570
met4	12	7.657	5542
met5	-	0.6672	164
## kinds of logic (layout without fill, tap and decap cells)
group                  after synthesis  in the layout  synth area share (%)
DFF                               1024           1024                 63.03
buffers and inverters              253            520                 3.211
other                                0              1                     0
muxes                             1024           1024                 21.01
AOI/OAI and AO/OA                  576            576                 8.042
and+or+nand+nor                    509            509                 4.714
## per-stage QoR
| stage | cells | instance area [sq um] | hold WS [ns] | util, % |
|---|---|---|---|---|
| 2_1_floorplan | 3386 | 48790 | 1.119 | - |
| 3_3_place_gp | 5069 | 52990 | 1.853 | 44.00 |
| 3_5_place_dp | 5069 | 52990 | 1.853 | 44.00 |
| 4_1_cts | 5265 | 56380 | 1.126 | 46.81 |
| 5_1_grt | 5265 | 56380 | 1.158 | 46.81 |
| 6_report | 5266 | 56380 | 1.160 | 46.81 |
## power by group through the flow
| stage | Clock (W) | Combinational [W] | Sequential, W |
|---|---|---|---|
| final | 0.00759 | 0.00181 | 0.00940 |
| after global routing | 0.00799 | 0.00192 | 0.00941 |
| after CTS | 0.00768 | 0.00180 | 0.00940 |
No activity file was given, so power comes from the tool's default toggle rates.
