==> flow/design.v <==
module data_memory #(parameter data_width=32,adr_width=32,memory_size=64)(
input [adr_width-1:0] A,
input [data_width-1:0] WD,
input clk,
input WE,
output [data_width-1:0] RD);
reg [data_width-1:0] inst_data_ram [0:memory_size-1];
   assign RD=inst_data_ram[A[data_width-1:2]];
	always @ (posedge clk)begin 
	if(WE)begin inst_data_ram[A[data_width-1:2]] <= WD ;end
	end
endmodule 
==> flow/run.sh <==
#!/bin/bash
# OpenROAD 26Q1-2900-gdf79404cd8, Yosys 0.63+post, stock flow scripts
make -C /OpenROAD-flow-scripts/flow DESIGN_CONFIG=/design/flow/config.mk WORK_HOME=/design/flow/orfs finish
==> flow/config.mk <==
export PLATFORM = sky130hd
export DESIGN_NAME = data_memory
export DESIGN_NICKNAME = data_memory
export VERILOG_FILES = /design/flow/design.v
export SDC_FILE = /design/flow/constraint.sdc
export NUM_CORES = 4
export LEC_CHECK = 1
export CORE_UTILIZATION = 40
==> flow/constraint.sdc <==
current_design data_memory

set clk_period 40.2
set clk_io_pct 0.2

create_clock -name clk0 -period $clk_period [get_ports {clk}]

set non_clock_inputs [all_inputs -no_clocks]
set_input_delay [expr $clk_period * $clk_io_pct] -clock clk0 $non_clock_inputs
set_output_delay [expr $clk_period * $clk_io_pct] -clock clk0 [all_outputs]
==> out/qor.txt <==
run status -> complete, no violations
die area -> 197000 µm²
EDFF count, synth -> 2048
die width -> 444 µm
# IOs -> 98
PD cells -> 48.9 nW/µm²
CP endpoint kind -> primary output
initial DRC count -> 2906
Slew HR -> 36.9%
area delta synth->final -> 13.5%
crit path DRT -> 32160 ps
post-CTS sizing -> 0
Core Area -> 195000 µm²
final number of setup-violating endpoints -> 0
DR vias/cell -> 5.88
Hold Crit Start -> WD[28]
Commonest flop -> edfxtp_1
final setup margin -> 18970 ps
Finished Layout Cells -> 7073
final period utilization -> 52.8%
gpl congestion -> 0.876
CP Launch Type -> input pin
max cap viols -> 0
Gate Area -> 16100 µm²
Cell Type Count -> 55
Synth area leaders -> edfxtp_1 (79%), mux2i_1 (3.3%), mux4_2 (2.8%)
DIE HEIGHT -> 444 µm
FP Util -> 40.2%
Worst EP arrival -> 13190 ps
post-synthesis cell count -> 4207
CP endpoint -> RD[27]
PortBufs -> 71
Yosys warning count -> 1
vias in the first global route -> 43.8k
worst slack at placement -> 18940 ps
Log Warnings -> 52
Mapped Area -> 78300 µm²
drt pass-1 iters -> 5
antenna violations before repair -> 2
fmax -> 47.1 MHz
Seq share, synth -> 78.6%
antenna-violating nets left -> 0
Setup crit start -> A[4]
post-DP HPWL -> 114000 µm
CTS clk-pin slew, worst paths -> 60 ps
residual DRC count -> 0
total power -> 4340 µW
max reg flops -> 2048
Synth async-reset ratio -> 0%
Overflow after GRT -> 0
CTS tree -> done
worst vdd ir -> 47.7 µV
Yosys chip area -> 78300 µm²
Crit Path Max Fanout -> 58
top-count cell post-synth -> edfxtp_1
gr usage total -> 22.7%
final hold violation count -> 0
Synth top cells by count -> edfxtp_1 (2048), mux2i_1 (259), a22oi_1 (188)
routed wire length per instance -> 28.9 µm
Worst Hold Class -> in -> reg
CTS Buf Count -> 197
Flop area -> 61500 µm²
M3 GR Usage -> 15.1%
LEAKAGE -> 0.0282 µW
overall routed net length -> 204000 µm
floorplan row count -> 162
# fillers -> 16.1k
Top-area cell share -> 78.6%
largest net degree at the start of global routing -> 93
Layout Utilization -> 45.7%
clk sinks -> 2048
root buf cell -> clkbuf_16
RSZ-0062 raised after global routing -> no
ys cells -> 4207
Synth area leader -> edfxtp_1
Registers, synthesis -> 2048
number of buffers added for setup after CTS -> 0
clock tree buffer depth -> 3
GR Util met1 -> 29.4%
placed insts -> 6719
kind of critical path -> in -> out
worst slew pin tran -> 945 ps
first-pass GRT wire length -> 297000 µm
via count -> 41.6k
fin crit period -> 21230 ps
Syn Area/Cell -> 18.6 µm²
GR peak layer -> met2
Hold-fix buffers, CTS -> 0
share of post-route cells with drive strength above 1 -> 18.2%
Fin Setup TNS -> 0 ps
met2 Resource Use GR -> 32.7%
H-tree level count -> 4
final slew viol count -> 0
[routing by layer]
metal  vias up  part of all wire [%]
li1      17900                     -
met2      2575                    46
met3       368                    15
met1     20800                    35
met4         6                   3.5
met5         -                  0.13
[area by class of cell]
| class | count | share of cell area (%) |
|---|---|---|
| sequential | 2048 | 69.2 |
| multi-input combinational | 1859 | 18.1 |
| clock buffer | 254 | 5.86 |
| tap | 2542 | 3.58 |
| timing repair buffer | 268 | 2.33 |
| clock inverter | 98 | 0.926 |
| inverter | 2 | 0.0169 |
| antenna | 2 | 0.00563 |
[through the flow]
step | hold WS, ps | cell area [µm²]
after floorplan | 8140 | 78300
after global placement | 8700 | 82900
after detailed placement | 8710 | 82900
after CTS | 7820 | 88900
after global routing | 7860 | 88900
final | 7850 | 88900
[critical path: stages]
cell and delay, ps:
buf_8 380, buf_4 640, buf_4 550, buf_4 670, mux4_2 420, mux2i_1 470
nor2_1 70, or4b_1 660, or4_1 690, clkdlybuf4s50_1 470
[kinds of logic (layout without fill, tap and decap cells)]
logic type | after synthesis | after routing | share of synthesized area [%]
flip-flops | 2048 | 2048 | 78.6
AND-OR/OR-AND | 933 | 933 | 8.73
multiplexers | 502 | 502 | 8.19
AND/OR/NAND/NOR | 424 | 424 | 2.83
buffers and inverters | 300 | 622 | 1.70
other | 0 | 2 | 0
[report_power, final]
part,total [µW],leakage (µW),internal (µW),switching [µW]
Clock,1740,0.00294,966,775
Combinational,234,0.00683,75.5,158
Sequential,2370,0.0184,2360,2.87
Total,4340,0.0282,3410,936
[worst min path at each step]
stage                      endpoint  slack (ps)  cells past startpoint
CTS           inst_data_ram[31][28]        7820                      2
global route  inst_data_ram[31][28]        7860                      2
finish        inst_data_ram[27][28]        7850                      2
[placed cells by master (no fill, tap or decap), types with 32 or more instances in the layout]
cell type and instances:
o21ai_0 84, and3_1 85, clkbuf_16 200, a22oi_1 188
a22o_1 66, a221oi_1 175, buf_2 32, o22a_1 70
clkinv_1 42, edfxtp_1 2048, clkbuf_1 54, nor2_1 77
nor2_4 67, mux2_2 147, a21oi_1 121, a31oi_1 43
o22ai_1 93, mux4_2 96, buf_4 195, mux2i_1 259
clkdlybuf4s50_1 36, nand3_1 53
Power and IR drop assume default switching activity.
