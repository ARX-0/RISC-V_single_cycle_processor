### /design/flow/design.v
module alu #(parameter data_width=32 )(
input [data_width-1:0] SrcA,SrcB,
input [2:0] alu_cltr,
output Zero,
output reg [data_width-1:0] alu_result
);
always @ (SrcA,SrcB,alu_cltr)begin 
case (alu_cltr)
3'b000: alu_result<=SrcA & SrcB ;
3'b001: alu_result<=SrcA | SrcB ;
3'b010: alu_result<=SrcA + SrcB ;
3'b110: alu_result<=SrcA + ~SrcB+1 ;
3'b111: if (SrcA[31] != SrcB[31] )  
             alu_result<= SrcA[31] ? 0:1 ;  
				 else
				  alu_result<= (SrcA<SrcB) ? 1 : 0;
default:alu_result<= 0;
endcase
end
assign Zero = (alu_result == 0 )? 1 : 0 ;
endmodule 
### /design/flow/run.sh
#!/bin/bash
# OpenROAD 26Q1-2900-gdf79404cd8, Yosys 0.63+post, stock flow scripts
make -C /OpenROAD-flow-scripts/flow DESIGN_CONFIG=/design/flow/config.mk WORK_HOME=/design/flow/orfs finish
### /design/flow/config.mk
export PLATFORM = sky130hd
export DESIGN_NAME = alu
export DESIGN_NICKNAME = alu
export VERILOG_FILES = /design/flow/design.v
export SDC_FILE = /design/flow/constraint.sdc
export NUM_CORES = 4
export LEC_CHECK = 1
export CORE_UTILIZATION = 30
### /design/flow/constraint.sdc
current_design alu

set clk_period 19.6
set clk_io_pct 0.2

create_clock -name clk0 -period $clk_period

set non_clock_inputs [all_inputs -no_clocks]
set_input_delay [expr $clk_period * $clk_io_pct] -clock clk0 $non_clock_inputs
set_output_delay [expr $clk_period * $clk_io_pct] -clock clk0 [all_outputs]
==> flow_metrics.env <==
# implementation run metrics
export IMPL_status="finished clean"
export IMPL_setup_tns_ps=0
export IMPL_syn_area_sq_um=5500
export IMPL_power_density_nw_per_um2=29.4
export IMPL_setup_slack_ps=6950
export IMPL_ff_count=0
export IMPL_crit_fanout=9
export IMPL_top_area_frac=0.221
export IMPL_drt_pass1_iter_count=5
export IMPL_vdd_ir_drop_max_mv=0.00998
export IMPL_drt_iter0_markers=625
export IMPL_netlist_top_cells_count="inv_1, ha_1, nand2_1, a21oi_1, nor2_1"
export IMPL_antenna_cells=0
export IMPL_route_detailed_drc=0
export IMPL_yosys_stat_area_sq_um=5500
export IMPL_tightest_slew_ps=850
export IMPL_ant_nets=0
export IMPL_antenna_found_initial=0
export IMPL_die_area_sq_um=18900
export IMPL_cts_resized=0
export IMPL_grt_overflow_total=0
export IMPL_post_place_ws_ps=6980
export IMPL_critical_path_required_ps=15680
export IMPL_leakagePower_nw=2.92
export IMPL_portBuffers=100
export IMPL_finalHoldViolCount=0
export IMPL_clkbuf_count=0
export IMPL_register_area_sq_um=0
export IMPL_worst_setup_path_type="in2out"
export IMPL_fp_dieW_um=137
export IMPL_drv_cap=0
export IMPL_critPathLaunchType="primary input"
export IMPL_ys_warn_count=1
export IMPL_detail_route_wl_per_cell_um=18.7
export IMPL_std_cell_rows=49
export IMPL_fmax_mhz=79.1
export IMPL_syn_inst=838
export IMPL_syn_avg_cell_area_sq_um=6.56
export IMPL_initial_core_util=0.306
export IMPL_area_growth_pct=20.9
export IMPL_grt_pass1_wl_mm=33.0
export IMPL_yosysCellCount=838
export IMPL_fin_crit_ps=12650
export IMPL_hp_class="in2out"
export IMPL_worst_setup_path_end_kind="primary output"
export IMPL_slew_headroom=0.429
export IMPL_grt_max_degree=44
export IMPL_via_per_inst=5.65
export IMPL_hold_buffers=0
export IMPL_place_gp_congestion=0.995
export IMPL_ys_seq_share=0
export IMPL_post_cts_buffers=0
export IMPL_die_y_um=137
export IMPL_finalSetupViolCount=0
export IMPL_synthTopCellsByArea="ha_1, inv_1, a21oi_1"
export IMPL_core_area_sq_um=18000
export IMPL_grt_pass1_vias=5935
export IMPL_num_vias=6389
export IMPL_yosys_cell_types_count=81
export IMPL_worstPathArrival_ps=8730
export IMPL_rsz0062_at_grt="false"
export IMPL_drive_gt1_frac=0.0322
export IMPL_track_usage=0.230
export IMPL_yosysTopAreaCell="ha_1"
export IMPL_ios=100
export IMPL_top_cell="inv_1"
export IMPL_finalCritPeriodShare=0.645
export IMPL_maxSlewViolCount=0
export IMPL_dp_hpwl_mm=17.2
export IMPL_totalWireLength_mm=21.2
export IMPL_warning_count=97
## placed cells by master (no fill, tap or decap), drive strengths merged, types with 17 or more instances in the layout
cell	netlist	layout
o211ai	18	18
clkdlybuf4s50	0	99
nor2	62	62
nand3	18	18
inv	114	114
ha	97	97
xnor2	21	21
a21oi	67	67
a21o	17	17
o21ai	54	54
nor3	19	19
a211oi	21	21
nand2	73	73
## cell families after synthesis
logic type,after synthesis,synth area share
adders and majority gates,99,0.228
and+or+nand+nor,255,0.230
AOI/OAI and AO/OA,290,0.367
xor gates and xnor gates,24,0.0383
buffers and inverters,155,0.109
muxes,15,0.0275
## critical path, cell delays in order
cell and delay (ps):
clkdlybuf4s50_1 510, inv_1 60, ha_1 500, inv_1 160
a21oi_1 330, o31ai_1 110, nor3_1 720, o21ai_1 200
a211oi_1 280, xnor2_1 150, o21ai_1 120, or4_1 560
or4_1 510, nor2_1 120, clkdlybuf4s50_1 470
## final timing paths
kind,from,depth (start not counted),slack [ps],end
setup / recovery,SrcA[11],15,6950,Zero
hold / removal,alu_cltr[0],4,8900,alu_result[2]
## final cells by class
type,count,area (sq um)
fill,1910,11300
multi-input combinational,683,4900
timing repair buffer,105,1030
inverter,114,428
tap,229,287
## per-layer routing
layer  share of wire  GRT usage
met3           0.095     0.0398
met4           0.016     0.0330
met2            0.42      0.340
met5               0          0
met1            0.47      0.353
## per-stage QoR
stage	hold slack, ps	power [mW]	utilization	instance area [sq um]	instances
3_3_place_gp	8910	0.193	0.370	6650	1131
2_1_floorplan	8070	0.120	-	5500	838
5_1_grt	8980	0.214	0.370	6650	1131
6_report	8900	0.196	0.370	6650	1131
4_1_cts	8900	0.193	0.370	6650	1131
3_5_place_dp	8900	0.192	0.370	6650	1131
## report_power, final
part | internal [mW] | leakage, nW | switching, mW
combinational | 0.0832 | 2.92 | 0.112
clock | 0 | 0 | 0
sequential | 0 | 0 | 0
Power is estimated from default activity; no workload was simulated.
